### run.sh
#!/bin/bash
# OpenROAD 26Q1-2900-gdf79404cd8, Yosys 0.63+post, stock flow scripts
make -C /OpenROAD-flow-scripts/flow DESIGN_CONFIG=/design/flow/config.mk WORK_HOME=/design/flow/orfs finish
### config.mk
export PLATFORM = sky130hd
export DESIGN_NAME = resptime
export DESIGN_NICKNAME = resptime
export VERILOG_FILES = /design/flow/design.v
export SDC_FILE = /design/flow/constraint.sdc
export NUM_CORES = 4
export LEC_CHECK = 1
export CORE_UTILIZATION = 30
### constraint.sdc
current_design resptime

set clk_period 4.3
set clk_io_pct 0.2

create_clock -name clk0 -period $clk_period [get_ports {clk}]

set non_clock_inputs [all_inputs -no_clocks]
set_input_delay [expr $clk_period * $clk_io_pct] -clock clk0 $non_clock_inputs
set_output_delay [expr $clk_period * $clk_io_pct] -clock clk0 [all_outputs]
### design.v
`timescale 1ns / 1ps
module add3(
 input [3:0] in,
 output [3:0] out);
 reg [3:0] out;
 always @ (in)
case (in)
4'b0000: out <= 4'b0000;
4'b0001: out <= 4'b0001;
4'b0010: out <= 4'b0010;
4'b0011: out <= 4'b0011;
4'b0100: out <= 4'b0100;
4'b0101: out <= 4'b1000;
4'b0110: out <= 4'b1001;
4'b0111: out <= 4'b1010;
4'b1000: out <= 4'b1011;
4'b1001: out <= 4'b1100;
default: out <= 4'b0000;
 endcase
endmodule
`timescale 1ns / 1ps
module binary_to_BCD(
input [7:0] A,
output [3:0] ONES,
output [3:0] TENS,
output [1:0] HUNDREDS);
wire [3:0] c1,c2,c3,c4,c5,c6,c7;
wire [3:0] d1,d2,d3,d4,d5,d6,d7;
assign d1 = {1'b0,A[7:5]};
assign d2 = {c1[2:0],A[4]};
assign d3 = {c2[2:0],A[3]};
assign d4 = {c3[2:0],A[2]};
assign d5 = {c4[2:0],A[1]};
assign d6 = {1'b0,c1[3],c2[3],c3[3]};
assign d7 = {c6[2:0],c4[3]};
add3 m1(d1,c1);
add3 m2(d2,c2);
add3 m3(d3,c3);
add3 m4(d4,c4);
add3 m5(d5,c5);
add3 m6(d6,c6);
add3 m7(d7,c7);
assign ONES = {c5[2:0],A[0]};
assign TENS = {c7[2:0],c5[3]};
assign HUNDREDS = {c6[3],c7[3]};
endmodule
`timescale 1ns / 1ps
module display(input [3:0] A, B, C, D, input showhi, output reg dp, input clk, input slowclk, output reg [6:0]disp, output reg [3:0] an );
reg [3:0] Y;	 
reg [6:0] disp1;
reg [6:0] disp2;
reg [1:0] sel;
always @(posedge slowclk)
begin
sel = sel + 1;
end
always @(posedge clk) begin
if (~showhi) begin
	case (sel)
	0: begin
	Y <= A;
	dp <= 1;
	an<=4'b1110;
	end
	1: begin
	Y <= B;
	dp <= 1;
	an<=4'b1101;
	end
	2: begin
	Y <= C;
	dp <= 0;
	an<=4'b1011;
	end
	3: begin
	Y <= D;
	dp <= 1;
	an<=4'b1111;
	end
	endcase
	disp <= disp2;
end else begin
	case (sel)
	0: begin
	dp <= 1;
	an<=4'b1110;
	disp1<=7'b1001111;
	end
	1: begin
	dp <= 1;
	an<=4'b1101;
	disp1<=7'b0001001;
	end
	2: begin
	dp <= 1;
	an<=4'b1111;
	disp1<=7'b0000000;
	end
	3: begin
	dp <= 1;
	an<=4'b1111;
	disp1<=7'b0000000;
	end
	endcase
	disp <= disp1;
end
end
always@(Y)
begin
case(Y)
0: disp2=7'b1000000;
1: disp2=7'b1111001;
2: disp2=7'b0100100;
3: disp2=7'b0110000;
4: disp2=7'b0011001;
5: disp2=7'b0010010;
6: disp2=7'b0000010;
7: disp2=7'b1111000;
8: disp2=7'b0000000;
9: disp2=7'b0010000;
10: disp2=7'b0001000;
11: disp2=7'b0000011;
12: disp2=7'b1000110;
13: disp2=7'b0100001;
14: disp2=7'b0000110;
15: disp2=7'b0001110;
endcase
end
endmodule
`timescale 1ns / 1ps
module fsmfsm(input clk_out, input reset, input start, input stop, input [8:0] randnum, 
output reg [7:0]resptime, output reg showhi, output reg [7:0] leds);
reg [9:0] counter1;
reg [8:0] randnum1;  
parameter clearstate=2'b00, startstate=2'b01, timingstate=2'b10, stopstate=2'b11;
reg [1:0] state;
always @(posedge clk_out)
begin
if (reset) begin
	state <= clearstate;
	resptime <= 0;
	showhi <= 0;
	counter1 <= 0;
	leds <= 8'b0;
	end else
	case(state)
	clearstate:	begin
			resptime <= 0;
			showhi <=0;
			counter1 <=0;
			leds <= 8'b0;
			if(start) begin
				state <= startstate; 
				showhi <= 1; 
				randnum1 <= randnum;
				end else begin
				state <= clearstate;
				end
			end
	startstate:	if(counter1 > randnum1) begin
				state <= timingstate;
				showhi <= 0;
				leds <= 8'b11111111;
				counter1 <= 0;
				end else begin
				state <= startstate;
				counter1 <= counter1 + 1;
				end
	timingstate:	if(stop) begin
				state <= stopstate;
				leds <= 8'b0;
				end else begin
				state <= timingstate;
				resptime <= resptime + 1;
				end
	stopstate:	if(start) begin 
			state <= startstate;
			showhi <= 1;
			resptime <= 0;
			randnum1 <= randnum;
			end else begin
			state <= stopstate;
			counter1 <= 0;
			showhi <= 0;
			end
	default:	state <= clearstate;
	endcase
end	
endmodule
`timescale 1ns / 1ps
module pngenerator(
input clk,
input reset,
output reg [8:0] randomnum  );
reg [7:0] randtemp = 8'b00000000;
always @(posedge clk)
begin
	if(reset)
		randtemp <= 8'b00110111;
	else if (randtemp == 8'b00000000)
		randtemp <= 8'b00110111;
	else begin
	    randtemp [6:0] <= randtemp[7:1];
	    randtemp [7] <= randtemp[6]^randtemp[7]^randtemp[0];
	end
	randomnum <= {1'b1,randtemp[7:0]};
end	
endmodule
`timescale 1ns / 1ps
module resptime(input clk, output [3:0] an, output [6:0] seg, output dp, input reset, input start, input stop, output [7:0] led);
parameter zero = 4'b0000;
wire clk_out;
wire [3:0] ones, tens, hundreds;
wire [8:0] randnum;
wire showhi;
wire [7:0] resptime;
pngenerator u3(clk, reset, randnum);
fsmfsm u4(clk_out, reset, start, stop,randnum, resptime, showhi, led);
binary_to_BCD u0(resptime, ones, tens, hundreds);
display u1(ones, tens, hundreds, zero, showhi, dp, clk, clk_out, seg, an);
slowclock u2(clk, clk_out);
endmodule
`timescale 1ns / 1ps
module slowclock(clk_in, clk_out);
input clk_in; output clk_out;
reg clk_out;
reg [25 : 0] period_count;
always @ (posedge clk_in)
if (period_count!= 250000 - 1)
begin
period_count<= period_count + 1;
clk_out <= 0;
end
else
begin
period_count <= 0;
clk_out <= 1;
end
endmodule
==> run notes <==
flow finished, numbers: ys flops 104, Vias/cell 4.74, core area 16600 um^2, total number of vias 3742, clock buffer count from CTS 9, Critical Path Start Type input pin, RR Startpoint u2.period_count[4], sequential share of the synthesized area 43.2%, Post-DRT Antenna Nets 0, CP required 4.56 ns, P per Cell Area 250 nW/um^2, Tool Warnings 35, initial antenna violation count 0, Slew Viols, Final 0, Final Hold Fails 0, Die H 133 um, Lkg Pwr 2.22 nW, average size of a mapped cell 9.19 um^2, yosys cell count 560, ys async rst share 0%, XOR Share, Synth 5.62%, Dominant comb cell simple AND/OR/NAND/NOR gates, Netlist Area Pre-Place 5150 um^2, # IOs 24, Hold WC Path Type reg -> reg, first-pass GRT wire length 16000 um, register area 2220 um^2, vias in the first global route 3406, drt wl/cell 11.5 um, Finish-stage setup viols 0, Pre-antenna DRT Iters 4, Worst Setup EP u3.randtemp[7], Ant. Diodes 0, grt total ovfl 0, WP data arrival 2.35 ns, Worst Reg2Reg Path Length in Cells 7, # DRC 0, HPWL after detailed placement 6420 um, Chip Area, Yosys 5150 um^2, Rows 47, fmax 478 MHz, H-tree Lvls 3, clock-pin slew on the worst setup and hold paths 0.05 ns, CP Class in -> reg, routability cong. 0.840, largest net degree at the start of global routing 37, and-or/or-and share of the synthesized area 15.4%, post-CTS setup repair buffer count 0, CTS root buf clkbuf_16, count of unclocked register or latch pins 38, Simple-Gate Area Share 21.7%, Tmin final 2.09 ns, Hold Crit Start u3.randtemp[6], Area growth syn-to-layout 12.4%, FF-to-FF End u2.period_count[25], Final Cycle Share 48.6%, CTS Buffer Depth 2, placed cell areas 5450 um^2, fraction of layout cells with a size suffix above 1 7.56%, CTS tree yes, distinct lib cells 74, clk_skew 0.00411 ns, maximum capacitance violations 0, Core Util at FP 30.9%, post_cts resized 0, multi-input logic area 2580 um^2, dominant synthesized flop cell dfxtp_1, worst-margin pin slew 0.845 ns, CP max FO 15, RSZ-0062 raised after global routing false, die area 17700 um^2, number of buffers added on ports 22, Post-Synthesis Cells 560, routed wire length 9110 um, Adders+Majority by Area 5.84%, Insertion Delay late pin 0.32 ns, CTS Hold Bufs 0, endpoints left unconstrained 69, Total Routing Usage GR 10.9%, Worst R2R Setup Slack 2.38 ns, Post-synth EDFFs 14, final hold slack 0.360 ns, slew margin rel. 43.6%, CP startpoint reset, fillers 1612, starting DRC count in detailed routing 234, Setup crit end kind flop, Yosys Warn Count 6, Die W 133 um, Design Area, Final 5780 um^2, outcome finished clean, Max IR drop VDD 0.000224 V, setup TNS 0 ns, mux frac, synth 1.56%
## placed cells by master, fill, tap and decap left out, types with 4 or more instances in the layout
cell	instances
nor4_1	7
nor2b_1	14
nor3_1	10
o21a_1	7
nand3_1	21
ha_1	24
or2_2	6
a31oi_1	6
edfxtp_1	14
a211oi_1	4
clkdlybuf4s50_1	22
o21ai_0	24
a21oi_1	22
xor2_1	13
and3_1	13
inv_1	35
xnor2_1	20
o22ai_1	8
nand4_1	10
dfxtp_1	90
nand2_1	44
nor2_1	47
clkbuf_16	10
a21o_1	6
nand2b_1	11
## registers in the layout (all words and copies together) (netlist names)
name,flops
u1.Y,4
u2.clk_out,1
u1.disp2,7
u0.c1,4
u4.state,4
u1.disp,7
u1.an,3
u2.period_count,26
u4.showhi,1
u4.resptime,8
u4.leds,1
u4.counter1,10
u1.disp1,2
u1.sel,2
u3.randomnum,8
u3.randtemp,8
u4.randnum1,8
## stage by stage
stage	setup WS [ns]	std cells	utilization, %	total power, mW
detailed placement	1.92	773	32.7	0.680
floorplan	2.63	560	-	0.671
CTS	2.22	789	34.7	1.46
finish	2.21	789	34.7	1.45
global route	2.09	789	34.7	1.50
global placement	2.01	773	32.7	0.679
## area by class of cell
cell class,count,area share [%]
clock buffers,13,5.04
clock inverters,3,0.736
inverters,35,2.27
multi-input cells,390,44.7
flip-flops and latches,104,38.4
well taps,220,4.76
repair buffers,24,4.07
## power breakdown
group          internal (mW)  switching, mW  leakage, nW
Clock                  0.530          0.248        0.163
Sequential             0.638        0.00611        0.866
Combinational         0.0110         0.0129         1.20
Total                   1.18          0.267         2.22
## kinds of logic (layout without fill, tap and decap cells)
family | after synthesis | after routing
AND-OR/OR-AND | 113 | 113
XOR/XNOR | 33 | 33
adder cells (fa/ha/maj) | 24 | 24
buffers and inverters | 66 | 75
flip-flops | 104 | 104
multiplexers | 7 | 7
other | 1 | 1
AND/OR/NAND/NOR | 212 | 212
## worst min path at each step
stage | depth (start not counted) | endpoint
6_report | 0 | u3.randomnum[6]
5_1_grt | 0 | u3.randomnum[6]
4_1_cts | 0 | u3.randomnum[6]
## worst max-delay path, cell delays in order
cell and delay, ns:
clkdlybuf4s50_1 0.68, a31oi_1 0.60, and2_1 0.21
## routing by layer
| layer | part of all wire, % | global-route usage, % |
|---|---|---|
| met1 | 53 | 17.5 |
| met3 | 2.3 | 1.13 |
| met4 | 0.69 | 0.958 |
| met5 | 0 | 0 |
| met2 | 44 | 16.6 |
## cells in the mapped netlist, types with 3 or more instances
master	instances	area (um^2)
buf_6	4	45.0
mux2i_1	3	30.0
o21ai_0	24	120
nor2_1	47	176
or3_1	3	18.8
o21bai_1	3	22.5
buf_4	12	90.1
a211o_1	3	26.3
o22ai_1	8	50.1
edfxtp_1	14	420
or3b_1	3	26.3
a21o_1	6	45.0
nor3b_1	3	22.5
xnor2_1	20	175
nand4_1	10	62.6
nor3_1	10	50.1
nand2b_1	11	68.8
and3_1	13	81.3
or2_2	6	37.5
inv_1	35	131
buf_2	5	25.0
dfxtp_1	90	1800
nor2b_1	14	87.6
xor2_1	13	114
nand3_1	21	105
or2b_1	3	22.5
clkbuf_1	9	33.8
nand2_1	44	165
a211oi_1	4	30.0
o21a_1	7	52.6
o21ai_1	3	15.0
a31oi_1	6	37.5
ha_1	24	300
a21oi_1	22	110
a311o_1	3	30.0
nor4_1	7	43.8
No activity file was given, so power comes from the tool's default toggle rates.
